`design.v`:
```
`timescale 1ns / 1ns
module source_64bit_mod3(s, f, i, x, e, clk);
output reg [1:0] s;
output reg f;
input wire [63:0] x;
input wire e;
input wire clk;
output reg [7:0] i;
always@(posedge clk) begin
	if(e == 0) begin
		i = 0;
		f = 0;
	end
	else begin
		if (i == 0) begin
			s = 0;
		end
		if (i == 64) begin
			f = 1;
		end
		else begin
			#15;
			s = ((x[i + 1] << 1) + x[i] + (s[1] << 1) + s[0]) % 3;
			i = i + 2;
		end
	end
end
endmodule
```
`run.sh`:
```
#!/bin/bash
# OpenROAD 26Q1-2900-gdf79404cd8, Yosys 0.63+post, stock flow scripts
make -C /OpenROAD-flow-scripts/flow DESIGN_CONFIG=/design/flow/config.mk WORK_HOME=/design/flow/orfs finish
```
`config.mk`:
```
export PLATFORM = sky130hd
export DESIGN_NAME = source_64bit_mod3
export DESIGN_NICKNAME = source_64bit_mod3
export VERILOG_FILES = /design/flow/design.v
export SDC_FILE = /design/flow/constraint.sdc
export NUM_CORES = 4
export LEC_CHECK = 1
export CORE_AREA = 10 10 106 106
export DIE_AREA = 0 0 116 116
```
`constraint.sdc`:
```
current_design source_64bit_mod3

set clk_period 4.3
set clk_io_pct 0.2

create_clock -name clk0 -period $clk_period [get_ports {clk}]

set non_clock_inputs [all_inputs -no_clocks]
set_input_delay [expr $clk_period * $clk_io_pct] -clock clk0 $non_clock_inputs
set_output_delay [expr $clk_period * $clk_io_pct] -clock clk0 [all_outputs]
```
==> results_dict.tcl <==
# flow metrics
set metrics [dict create \
    status "completed" \
    fmax_ghz 0.271 \
    synth_seq_share_pct 20.6 \
    drcViolationCount 0 \
    grt_usage_pct 5.71 \
    hold_end "f" \
    path_clk_slew_ns 0.05 \
    drtIter0Drc 39 \
    path_class "primary input to flip-flop" \
    p_int_mw 0.358 \
    leakagePower_nw 0.685 \
    ys_chip_area_sq_mm 0.00107 \
    clock-root-buffer "clkbuf_8" \
    tns_ns 0 \
    period_used_pct 85.8 \
    core_sq_mm 0.00885 \
    clockBufferDepth 2 \
    cp.required_ns 4.27 \
    drtAntennaViolNets 0 \
    hp-class "flip-flop to flip-flop" \
    cap_violations 0 \
    finClkSkew_ns 0.00321 \
    power_density_mw_per_mm2 251 \
    syn_to_final_growth_pct 85.7 \
    grt_pass1_wl_mm 6.16 \
    syn_area_per_cell_sq_um 10.7 \
    tightest_slew_ns 0.729 \
    worst_slack_ns 0.610 \
    clk_latency_ns 0.24 \
    cp-start-kind "primary input" \
    synthCells 100 \
    post-route-util_pct 22.4 \
    reg2reg_depth 11 \
    antenna_found_initial 0 \
    totalPowerFinal_mw 0.497 \
    io-pin-count 77 \
    ys_types 31 \
    ys_cells 100 \
    cts_setup_buffers 0 \
    p_sw_mw 0.139 \
    maxSlewViolCount 0 \
    synth_flops 10 \
    post_drt_wl_per_cell_um 14.2 \
    path_max_fanout 3 \
    reg2reg_to "s[0]" \
    irDropWorstVdd_uv 83.5 \
    ys_warn_count 1 \
    place.gp.congestion 0.810 \
    cts_tree "done" \
    top_logic_kind "multiplexers" \
    dieHeight_um 116 \
    cts_resized 0 \
    crit-reg2reg-launch "i[1]" \
    dp_worst_setup_slack_ns 0.343 \
    holdPathStages 2 \
    die_area_sq_mm 0.0135 \
    fin_crit_ns 3.69 \
    final_hold_viol_count 0 \
    fp_util_pct 12.1 \
    cts.sinks 10 \
    grt_max_degree 18 \
    dp_hpwl_mm 3.55 \
    rsz0062_at_grt "false" \
    power.share.clock_pct 24.2 \
    grt_overflow 0 \
    yosys.area.top_type "mux4_2" \
    ys_sh_aoi_pct 6.10 \
    dr.pass1.iters 4 \
    vias 1070 \
    hold_buffers 0 \
    cts_buffers 3 \
    synth_top_area_share_pct 35.9 \
    synthesis.area_sq_mm 0.00107 \
    synthSimpleGateAreaFrac_pct 14.5 \
    mux_area_share_pct 40.9 \
    arrival_ns 3.66 \
    die_w_um 116 \
    placementRows 34 \
    tool_warnings 26 \
    comb_power_share_pct 48.7 \
    relSlewSlack_pct 51.3 \
    xor_area_share_pct 4.92 \
    diodes 0 \
    layout-drive-gt1-share_pct 15.0 \
    htreeDepth 1 \
    rrSetupSlack_ns 0.78 \
    cp-end-kind "flip-flop" \
    first_global_vias 1236 \
    port_buffers 75 \
    hold_start "f" \
    vias_per_cell 3.81 \
    dp.cells 277 \
    drt_wl_total_mm 3.99 \
    pwr-share-seq_pct 27.1 \
    synthTopCellsByArea "mux4_2 36%, dfxtp_1 15%, edfxtp_1 5.6%" \
    adder_share_pct 6.57 \
    finalSetupViolCount 0 \
    stdcell_count 281 \
    switching_share_pct 28.0 \
]
[power groups by stage]
stage     sequential [mW]  clock, mW  combinational, mW
4_1_cts             0.137      0.123              0.246
5_1_grt             0.139      0.129              0.268
6_report            0.135      0.120              0.242
[cells in the mapped netlist, drive strengths merged]
cell,instances
edfxtp,2
fa,1
nand3,3
xor2,2
o21ai,2
or3,2
xnor2,4
mux2,3
conb,1
nor4b,1
dfxtp,8
nand3b,1
ha,4
a21boi,2
inv,6
nand4b,1
mux2i,2
a31oi,1
nand2b,2
o2111ai,1
nor2,9
o22ai,1
buf,5
and2,2
o221ai,1
nor2b,1
a21oi,2
mux4,17
clkbuf,3
nand2,10
[layer usage]
layer | part of all wire [%] | global-route usage (%) | wire [um]
met2 | 45 | 9.33 | 1790
met4 | 1.0 | 0.751 | 40
met5 | 0 | 0 | 0
met1 | 43 | 7.14 | 1700
met3 | 11 | 2.35 | 451
[sequential cells by signal, summed over array words and instances, names as in the netlist]
name,cells
f,1
s,2
i,7
[through the flow]
stage | hold WS (ns) | area [sq um]
after floorplan | 0.420 | 1070
after global placement | 0.450 | 1930
after detailed placement | 0.456 | 1930
after CTS | 0.464 | 1980
after global routing | 0.486 | 1980
final | 0.459 | 1980
[final cells by class]
cell class,instances,area [sq um]
Sequential cell,10,220
Clock buffer,4,55.1
Tap cell,108,135
Timing Repair Buffer,77,766
Fill cell,951,6870
Inverter,6,22.5
Multi-Input combinational cell,76,783
[kinds of logic (layout without fill, tap and decap cells)]
logic type	Yosys count	count (layout)
adder cells (fa/ha/maj)	5	5
XOR/XNOR	6	6
AND/OR/NAND/NOR	32	32
AND-OR/OR-AND	10	10
flip-flops	10	10
other	1	1
multiplexers	22	22
buffers and inverters	14	87
[cell usage in the layout, fill, tap and decap left out]
| cell | n |
|---|---|
| nor2_1 | 9 |
| or3_1 | 2 |
| o2111ai_1 | 1 |
| nand2b_1 | 2 |
| a21oi_1 | 2 |
| fa_1 | 1 |
| nand2_1 | 10 |
| nor4b_1 | 1 |
| and2_1 | 2 |
| mux2i_1 | 2 |
| nand4b_1 | 1 |
| o221ai_1 | 1 |
| buf_4 | 2 |
| inv_1 | 6 |
| nor2b_1 | 1 |
| a21boi_0 | 2 |
| conb_1 | 1 |
| mux2_2 | 3 |
| mux4_2 | 17 |
| nand3_1 | 3 |
| a31oi_1 | 1 |
| dfxtp_1 | 8 |
| clkdlybuf4s50_1 | 75 |
| xor2_1 | 2 |
| o22ai_1 | 1 |
| edfxtp_1 | 2 |
| clkbuf_8 | 4 |
| xnor2_1 | 4 |
| o21ai_0 | 2 |
| ha_1 | 4 |
| nand3b_1 | 1 |
[worst max-delay path, cell delays in order]
cell	delay [ns]
clkdlybuf4s50_1	0.40
mux4_2	0.46
mux4_2	0.46
mux2_2	0.27
ha_1	0.17
inv_1	0.06
fa_1	0.43
nor2_1	0.11
ha_1	0.16
a21oi_1	0.06
xor2_1	0.14
a21oi_1	0.08
[worst max-delay path by stage]
stage,from,to,slack [ns],cells past startpoint
finish,x[62],s[0],0.61,12
CTS,x[62],s[0],0.60,12
global route,x[14],s[0],0.48,12
Power is estimated from default activity; no workload was simulated.
