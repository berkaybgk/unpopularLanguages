**/design/flow/config.mk**
```make
export PLATFORM = sky130hd
export DESIGN_NAME = source
export DESIGN_NICKNAME = source
export VERILOG_FILES = /design/flow/design.v
export SDC_FILE = /design/flow/constraint.sdc
export NUM_CORES = 4
export LEC_CHECK = 1
export CORE_UTILIZATION = 40
```
**/design/flow/constraint.sdc**
```tcl
current_design source

set clk_period 11.7
set clk_io_pct 0.2

create_clock -name clk0 -period $clk_period [get_ports {clk}]

set non_clock_inputs [all_inputs -no_clocks]
set_input_delay [expr $clk_period * $clk_io_pct] -clock clk0 $non_clock_inputs
set_output_delay [expr $clk_period * $clk_io_pct] -clock clk0 [all_outputs]
```
**/design/flow/design.v**
```verilog
`timescale 1ns / 1ns
module source(copy_memory, instruction, r1, r2, r3, clk);
input wire [11:0] instruction;
input wire clk;
parameter 	S0 = 3'b000,
			S1 = 3'b001,
			S2 = 3'b010,
			S3 = 3'b011,
			S4 = 3'b100,
			S5 = 3'b101,
			S6 = 3'b110,
			S7 = 3'b111;
integer i;
integer c;
reg [7:0] memory [7:0];
output reg [7:0] r1;
output reg [7:0] r2;
output reg [7:0] r3;
output reg [63:0] copy_memory;
initial begin
	for (i = 0; i < 8; i ++) begin
		memory[i] = 0;
	end
end
always@(posedge clk) begin
	if (instruction[11:9] > 0) begin
		r1 = memory[instruction[8:6]];
		r2 = memory[instruction[5:3]];
	end
	case(instruction[11:9])
		S0: begin
			memory[instruction[8:6]] = 0;
			memory[instruction[8:6]] = instruction[5:0];
		end
		S1: begin
			r3 = r1 ^ r2;
		end
		S2: begin
			r3 = r1 | r2;
		end
		S3: begin
			r3 = r1 & r2;
		end
		S4: begin
			r3 = ~r1;
		end
		S5: begin
			r3 = r1 << r2;
		end
		S6: begin
			r3 = r1 << instruction[5:3];
		end
		S7: begin
			r3 = r1 + r2;
		end
	endcase
	if (instruction[11:9] > 0) begin
		memory[instruction[2:0]] = r3;
	end
	for (c = 0; c < 8; c ++) begin
		copy_memory[c * 8 +:8] = memory[c];
	end
end
endmodule
```
**/design/flow/run.sh**
```bash
#!/bin/bash
# OpenROAD 26Q1-2900-gdf79404cd8, Yosys 0.63+post, stock flow scripts
make -C /OpenROAD-flow-scripts/flow DESIGN_CONFIG=/design/flow/config.mk WORK_HOME=/design/flow/orfs finish
```
==> flow_summary.ini <==
; physical design summary
[floorplanning]
rows = 48
die_w_um = 136.0
fp_util = 0.4124
die_h_um = 136.0
dieArea_sq_um = 18490
core_area_sq_um = 17420
io_pins = 101

[timing]
finalMaxSlewViolations = 0
setup_viol = 0
fin_crit_sh = 0.5607
grt_setup_unrepaired = false
tightest_slew_ps = 1191
fmax_mhz = 152.4
hold_violations = 0
slew_headroom = 0.1978
setup_slack_ps = 5140
fin_worst_skew_ps = 8.165
tns_ps = 0
period_minus_slack_ps = 6560

[cts]
ctsHoldBuffers = 0
cts_buffer_depth = 2
cts.sinks = 152
htree_levels = 4
insertion_delay_ps = 420
cts_buffers = 17
cts_resized = 0
cts_setup_buffers = 0
cts_root_buf = clkbuf_16
tritoncts = yes
clk_pin_slew_ps = 70

[finish]
final_cells = 1093
stdcell_area_sq_um = 9036
syn_to_final_growth_pct = 25.82
drive_above_1_share = 0.1037

[power]
power.leakage_nw = 3.734
ir_worst_vdd_mv = 0.1739
p_per_area_nw_per_um2 = 229.3
finalPower_mw = 2.072

[logic_synthesis]
synth.top_cell.area_share = 0.4237
syn_inst = 765
syn_area_per_cell_sq_um = 9.388
area_leaders = dfxtp_1 42%, mux2i_1 11%, a21oi_1 4.2%, nor2_1 3.7%, ha_1 2.8%
synth.top_cells.by_count = 152 x dfxtp_1, 78 x mux2i_1, 71 x nor2_1
yosys-stat-area_sq_um = 7182
yosysMostFrequentCell = dfxtp_1
edf_count = 0
ys_seq_share = 0.4237
ys_ff = 152
ys_cells = 765
ys_async_sr_fraction = 0
synthFlopType = dfxtp_1
yosysWarnings = 2
yosysUniqueCellTypes = 72
yosys.area.top_type = dfxtp_1
synth_area_sq_um = 7182

[placement]
place_ws_ps = 4793
dp_hpwl_um = 17810
dpl_cell_area_sq_um = 8398
place_congestion = 0.9296
numPortBuffers = 100
dp.cells = 1061

[drt]
vias = 6279
first_iter_violations = 619
drt_pass1_iterations = 5
route.detailed.drc = 0
ant_nets = 0
viasPerCell = 5.745
wirelength_um = 24540
wl_met3_um = 1773
num_antenna_cells = 0
wire_per_inst_um = 22.46
highest_layer = met4
wl_met1_um = 10190
wl_met2_um = 11770

[global_routing]
grt_max_degree = 44
grt.total_usage = 0.2813
grt_pass1_wl_um = 36810
antenna_found_initial = 0
grt_pass1_vias = 6038
grt-ovfl-total = 0

[worst_setup_path]
start_kind = primary input
slowest_stage = nor4_4
path_cells = clkdlybuf4s50_1, buf_4, mux2i_1, a211oi_1, o21ai_1, o21ai_0, ha_1, inv_1, fa_1, nor2b_1, o21a_1, o21a_1, o21ai_0, a21boi_0, nor3_1, nor4_4, mux2i_1
critPathCaptureType = flip-flop
cp_data_required_time_ps = 11960
crit_arrival_ps = 6820
slowest_delay_ps = 580
path_max_fanout = 30
criticalPathCategory = in2reg

[min_path]
hp-class = reg2reg

[flow_run]
maxCapViolations = 0
log.warning_count = 33

[status]
status = complete, no violations
-- critical path, delay by kind of cell --
family | cells | cell delay (ps)
buffers and inverters | 3 | 910
muxes | 2 | 330
adders and majority gates | 2 | 720
AOI/OAI and AO/OA | 7 | 1670
and+or+nand+nor | 3 | 840
-- sequential cells by signal, indices dropped and copies added (netlist names) --
| name | flops |
|---|---|
| copy_memory | 64 |
| r1 | 8 |
| memory | 64 |
| r3 | 8 |
| r2 | 8 |
-- power breakdown --
part           total (mW)  internal [mW]  leakage, nW  switching (mW)
Combinational       0.677          0.359         2.15           0.318
Clock               0.585          0.346        0.310           0.239
Sequential          0.810          0.697         1.28           0.112
Total                2.07           1.40         3.73           0.669
-- final cells by class --
class	instances	area, sq um
Tap cell	225	281.5
Fill cell	1540	8381
Inverter	32	120.1
Clock inverter	15	212.7
Timing Repair Buffer	124	1181
Clock buffer	17	425.4
Sequential cell	152	3043
Multi-Input combinational cell	528	3772
-- final timing paths --
check,from,endpoint,slack (ps),cells after the start
worst max register to register,memory[4][0],memory[0][6],7520,15
worst min register to register,r3[0],r3[0],470,1
worst min-delay path,r3[0],r3[0],470,1
worst max-delay path,instruction[3],memory[0][6],5140,17
-- cells in the final DEF (no fill, tap or decap), types with 8 or more instances in the layout --
master,n
clkbuf_16,17
buf_4,24
a21oi_1,60
a221oi_1,9
o22ai_1,8
inv_1,30
dfxtp_1,152
nand3b_1,8
o21a_1,8
mux2_2,10
a211oi_1,17
nor2_1,71
nand2b_1,13
nor2b_1,10
nand3_1,22
nand2_1,50
ha_1,16
nor3_1,14
o21ai_0,19
nor4_1,8
mux2i_1,78
clkdlybuf4s50_1,100
-- per-stage QoR --
step                        util  hold WS (ps)
after floorplan                -         416.1
after global placement    0.4822         456.7
after detailed placement  0.4822         462.1
after CTS                 0.5188         473.5
after global routing      0.5188         485.0
final                     0.5188         470.4
-- kinds of logic (layout without fill, tap and decap cells) --
logic type | Yosys count | count (layout) | share of synthesized area
XOR/XNOR | 2 | 2 | 0.002439
adder cells (fa/ha/maj) | 17 | 17 | 0.03066
AND-OR/OR-AND | 190 | 190 | 0.1929
multiplexers | 96 | 96 | 0.1469
buffers and inverters | 85 | 188 | 0.05261
flip-flops | 152 | 152 | 0.4237
AND/OR/NAND/NOR | 223 | 223 | 0.1509
-- routing by layer --
layer	vias up	global-route usage
li1	2950	-
met1	3016	0.3777
met2	269	0.4612
met3	44	0.06535
met4	0	0.07963
met5	-	0
Power figures rest on the tool's default switching activity, not on a simulated workload.
